==> design/flow/run.sh <==
#!/bin/bash
# OpenROAD 26Q1-2900-gdf79404cd8, Yosys 0.63+post, stock flow scripts
make -C /OpenROAD-flow-scripts/flow DESIGN_CONFIG=/design/flow/config.mk WORK_HOME=/design/flow/orfs finish
==> design/flow/config.mk <==
export PLATFORM = sky130hd
export DESIGN_NAME = top
export DESIGN_NICKNAME = top
export VERILOG_FILES = /design/flow/design.v
export SDC_FILE = /design/flow/constraint.sdc
export NUM_CORES = 4
export LEC_CHECK = 1
export CORE_UTILIZATION = 50
==> design/flow/constraint.sdc <==
current_design top

set clk_period 5.8
set clk_io_pct 0.2

create_clock -name clk0 -period $clk_period [get_ports {clk}]

set non_clock_inputs [all_inputs -no_clocks]
set_input_delay [expr $clk_period * $clk_io_pct] -clock clk0 $non_clock_inputs
set_output_delay [expr $clk_period * $clk_io_pct] -clock clk0 [all_outputs]
==> design/flow/design.v <==
module top (
  input        clk    ,
  input  [3:0] sw     ,
  input  [3:0] btn    ,
  output [7:0] led    ,
  output [7:0] seven  ,
  output [3:0] segment
);
wire clk_div;      
wire myBtn2, myBtn0, myBtn1, myBtn3;    
wire [7:0] seven0;
wire [7:0] seven1;
wire [7:0] seven2;
wire [7:0] seven3;
clk_divider clk_div_inst (
  .clk_in(clk), 
  .divided_clk(clk_div)
);
debouncer forBtn2 (
  .clk(clk_div),  
  .rst(1'b0),      
  .noisy_in(~btn[2]), 
  .clean_out(myBtn2) 
);
debouncer forBtn0 (
  .clk(clk_div), 
  .rst(1'b0),  
  .noisy_in(~btn[0]),  
  .clean_out(myBtn0) 
);
debouncer forBtn1 (
  .clk(clk_div), 
  .rst(1'b0),  
  .noisy_in(~btn[1]),  
  .clean_out(myBtn1) 
);
debouncer forBtn3 (
  .clk(clk_div), 
  .rst(1'b0),  
  .noisy_in(~btn[3]),  
  .clean_out(myBtn3) 
);
battleship myBattle (
  .clk(clk_div), 
  .rst(myBtn2), 
  .start(myBtn1), 
  .X(sw[3:2]), 
  .Y(sw[1:0]), 
  .pAb(myBtn3), 
  .pBb(myBtn0), 
  .disp0(seven0), 
  .disp1(seven1), 
  .disp2(seven2), 
  .disp3(seven3), 
  .led(led)
);
ssd mySSD (
  .clk(clk),
  .disp0(seven0),
  .disp1(seven1), 
  .disp2(seven2), 
  .disp3(seven3),
  .seven(seven),
  .segment(segment)
);
endmodule
module battleship (
  input            clk  ,
  input            rst  ,
  input            start,
  input      [1:0] X    ,
  input      [1:0] Y    ,
  input            pAb  ,
  input            pBb  ,
  output reg [7:0] disp0,
  output reg [7:0] disp1,
  output reg [7:0] disp2,
  output reg [7:0] disp3,
  output reg [7:0] led
);
parameter [3:0] IDLE = 4'b0000, SHOW_A = 4'b0001, A_IN = 4'b0010, ERROR_A = 4'b0011, SHOW_B = 4'b0100, B_IN = 4'b0101, ERROR_B = 4'b0110, SHOW_SCORE = 4'b0111, A_SHOOT = 4'b1000, A_SINK = 4'b1001, A_WIN = 4'b1010, B_SHOOT = 4'b1011, B_SINK = 4'b1100, B_WIN = 4'b1101, yalandan_1 = 4'b1110, yalandan_2 = 4'b1111;
reg [3:0] state, next_state;
reg [5:0] timer;  
reg [15:0] mapA;
reg [15:0] mapB;
reg [2:0] inputCount;
reg Z;
reg [2:0] scoreA, scoreB;
reg ledDance;
always @(posedge clk or posedge rst) begin
  if(rst) begin
    state <= IDLE;
    mapA <= 16'b0;
    mapB <= 16'b0;
    inputCount <= 0;
    Z <= 0;
    ledDance <= 0;
    scoreA <= 0;
    scoreB <= 0;
    timer <= 0;
  end else begin
    case (state)
    IDLE:
    begin
      if(start)       state <= SHOW_A;
      else            state <= IDLE;
    end
    SHOW_A:
    begin
      timer <= timer + 1'b1;
      if(timer < 50)      state <= SHOW_A;
      else                state <= A_IN;
    end
    A_IN:
    begin
      timer <= 0;
      if (pAb) begin
        if (mapA[X + 4*Y])      state <= ERROR_A;
        else begin
          if (inputCount > 2)begin
            inputCount <= 0;
            mapA[X + 4*Y] <= 1'b1;
            state <= SHOW_B;
          end
          else begin
            mapA[X + 4*Y] <= 1'b1;
            inputCount <= inputCount + 1;
            state <= A_IN;
          end
        end
      end  
      else                      state <= A_IN;
    end
    ERROR_A:
    begin
      timer <= timer + 1'b1;
      if(timer < 50)    state <= ERROR_A;
      else              state <= A_IN;
    end
    SHOW_B:
    begin
      timer <= timer + 1'b1;
      if(timer < 50)      state <= SHOW_B;
      else                state <= B_IN;
    end
    B_IN:
    begin
      timer <= 0;
      if (pBb) begin
        if (mapB[X + 4*Y])      state <= ERROR_B;
        else begin
          if (inputCount > 2)begin
            mapB[X + 4*Y] <= 1'b1;
            state <= SHOW_SCORE;
          end
          else begin
            inputCount <= inputCount + 1;
            mapB[X + 4*Y] <= 1'b1;
            state <= B_IN;
          end
        end
      end 
      else                      state <= B_IN;
    end
    ERROR_B:
    begin
      timer <= timer + 1'b1;
      if (timer < 50)   state <= ERROR_B;
      else              state <= B_IN;
    end
    SHOW_SCORE:
    begin
      timer <= timer + 1'b1;
      if (timer < 50) state <= SHOW_SCORE;
      else            state <= A_SHOOT;
    end
    A_SHOOT:
    begin
      timer <= 0;
      if (pAb) begin
        if (mapB[X + 4*Y] == 1'b1) begin
          scoreA <= scoreA + 1;
          Z <= 1;
          mapB[X + 4*Y] <= 1'b0;
          state <= A_SINK;
        end else begin
          scoreA <= scoreA;
          Z <= 0;
          state <= A_SINK;
        end
      end
      else      state <= A_SHOOT;
    end
    A_SINK:
    begin
      timer <= timer + 1'b1;
      if (timer < 50) begin 
          state <= A_SINK;
      end
      else begin
        if (scoreA > 3) state <= A_WIN;
        else            state <= B_SHOOT;
      end
    end
    A_WIN:
    begin
      timer <= timer + 1'b1;
      if (timer < 150) begin
        state <= A_WIN;
      end
      else     state <= A_WIN;
    end
    B_SHOOT:
    begin
      timer <= 0;
      if (pBb) begin 
        if (mapA[X + 4*Y] == 1'b1) begin
          scoreB <= scoreB + 1;
          Z <= 1;
          mapA[X + 4*Y] <= 1'b0;
          state <= B_SINK;
      end else begin   
        scoreB <= scoreB;
        Z <= 0;
        state <= B_SINK;
        end
      end 
      else state <= B_SHOOT;
    end
    B_SINK:
    begin
      timer <= timer + 1'b1;
      if (timer < 50) begin 
          state <= B_SINK;
      end
      else begin
        if (scoreB > 3) state <= B_WIN;
        else            state <= A_SHOOT;
      end
    end
    B_WIN:
    begin
      timer <= timer + 1'b1;
      if (timer < 150) begin
        state <= B_WIN;
      end
      else state <= B_WIN;
    end
    yalandan_1:
    begin
      state <= yalandan_2;
    end
    yalandan_2:
    begin
      state <= yalandan_1;
    end
    default: state <= IDLE;
    endcase
    end
end
always @(*)begin
  case (state)
    IDLE:
    begin
      disp3 = 8'b00000110;  
      disp2 = 8'b01011110;  
      disp1 = 8'b00111000;  
      disp0 = 8'b01111001;  
      led = 8'b10011001;
    end 
    SHOW_A:
    begin
      disp3 = 8'b01110111;  
      disp2 = 8'b00000000; 
      disp1 = 8'b00000000; 
      disp0 = 8'b00000000; 
      led = 8'b10011001;
    end
    A_IN: 
    begin
      if (X == 0)         disp1 = 8'b00111111;  
      else if (X == 1)    disp1 = 8'b00000110;  
      else if (X == 2)    disp1 = 8'b01011011;  
      else if (X == 3)    disp1 = 8'b01001111;  
      else                disp1 = 8'b01100110;  
      if (Y == 0)         disp0 = 8'b00111111;  
      else if (Y == 1)    disp0 = 8'b00000110;  
      else if (Y == 2)    disp0 = 8'b01011011;  
      else if (Y == 3)    disp0 = 8'b01001111;  
      else                disp0 = 8'b01100110;  
      disp3 = 8'b00000000;
      disp2 = 8'b00000000; 
      if (inputCount == 0)         led = 8'b10000000;
      else if (inputCount == 1)    led = 8'b10010000;
      else if (inputCount == 2)    led = 8'b10100000;
      else if (inputCount == 3)    led = 8'b10110000;
      else led = 8'b10100000; 
    end  
    ERROR_A:
    begin
      disp3 = 8'b01111001;   
      disp2 = 8'b01010000;   
      disp1 = 8'b01010000;   
      disp0 = 8'b01011100;   
      led = 8'b10011001;     
    end
    SHOW_B:
    begin
      disp3 = 8'b01111100;   
      disp2 = 8'b00000000; 
      disp1 = 8'b00000000; 
      disp0 = 8'b00000000; 
      led = 8'b10011001;     
    end
    B_IN:
    begin
      if (X == 0)         disp1 = 8'b00111111;  
      else if (X == 1)    disp1 = 8'b00000110;  
      else if (X == 2)    disp1 = 8'b01011011;  
      else if (X == 3)    disp1 = 8'b01001111;  
      else                disp1 = 8'b01100110;  
      if (Y == 0)         disp0 = 8'b00111111;  
      else if (Y == 1)    disp0 = 8'b00000110;  
      else if (Y == 2)    disp0 = 8'b01011011;  
      else if (Y == 3)    disp0 = 8'b01001111;  
      else                disp0 = 8'b01100110;  
      disp3 = 8'b00000000;
      disp2 = 8'b00000000; 
      if (inputCount == 0)         led = 8'b00000001;
      else if (inputCount == 1)    led = 8'b00000101;
      else if (inputCount == 2)    led = 8'b00001001;
      else if (inputCount == 3)    led = 8'b00001101;
      else led = 8'b00001001;
    end
    ERROR_B:
    begin
      disp3 = 8'b01111001;   
      disp2 = 8'b01010000;   
      disp1 = 8'b01010000;   
      disp0 = 8'b01011100;   
      led = 8'b10011001;     
    end
    SHOW_SCORE:
    begin
      disp3 = 8'b00000000; 
      disp2 = 8'b00111111;   
      disp1 = 8'b01000000;   
      disp0 = 8'b00111111;   
      led = 8'b10011001;
    end
    A_SHOOT:  
    begin
      if (X == 0)         disp1 = 8'b00111111;  
      else if (X == 1)    disp1 = 8'b00000110;  
      else if (X == 2)    disp1 = 8'b01011011;  
      else if (X == 3)    disp1 = 8'b01001111;  
      else                disp1 = 8'b01100110;  
      if (Y == 0)         disp0 = 8'b00111111;  
      else if (Y == 1)    disp0 = 8'b00000110;  
      else if (Y == 2)    disp0 = 8'b01011011;  
      else if (Y == 3)    disp0 = 8'b01001111;  
      else                disp0 = 8'b01100110;  
      disp3 = 8'b00000000; 
      disp2 = 8'b00000000; 
      led = 8'b10000000;
      if (scoreA == 0)         led = led | 8'b00000000;
      else if (scoreA == 1)    led = led | 8'b00010000;
      else if (scoreA == 2)    led = led | 8'b00100000;
      else                     led = led | 8'b00110000;
      if (scoreB == 0)         led = led | 8'b00000000;
      else if (scoreB == 1)    led = led | 8'b00000100;
      else if (scoreB == 2)    led = led | 8'b00001000;
      else                     led = led | 8'b00001100; 
    end
    A_SINK:
    begin
      disp3 = 8'b00000000;
      disp1 = 8'b01000000;   
      if(scoreA == 0)         disp2 = 8'b00111111;
      else if (scoreA == 1)   disp2 = 8'b00000110;
      else if (scoreA == 2)   disp2 = 8'b01011011;
      else if (scoreA == 3)   disp2 = 8'b01001111;
      else                    disp2 = 8'b01100110;
      if(scoreB == 0)         disp0 = 8'b00111111;
      else if (scoreB == 1)   disp0 = 8'b00000110;
      else if (scoreB == 2)   disp0 = 8'b01011011;
      else if (scoreB == 3)   disp0 = 8'b01001111;
      else                    disp0 = 8'b01100110;
      if (Z)    led = 8'b11111111;
      else      led = 8'b00000000;
      disp1 = 8'b01000000;   
    end
    A_WIN:
    begin
      disp3 = 8'b01110111;  
      disp1 = 8'b01000000;   
      if(scoreA == 0)         disp2 = 8'b00111111;
      else if (scoreA == 1)   disp2 = 8'b00000110;
      else if (scoreA == 2)   disp2 = 8'b01011011;
      else if (scoreA == 3)   disp2 = 8'b01001111;
      else                    disp2 = 8'b01100110;
      if(scoreB == 0)         disp0 = 8'b00111111;
      else if (scoreB == 1)   disp0 = 8'b00000110;
      else if (scoreB == 2)   disp0 = 8'b01011011;
      else if (scoreB == 3)   disp0 = 8'b01001111;
      else                    disp0 = 8'b01100110;
    led = 8'b10101010;
    end
    B_SHOOT:  
    begin
      if (X == 0)         disp1 = 8'b00111111;  
      else if (X == 1)    disp1 = 8'b00000110;  
      else if (X == 2)    disp1 = 8'b01011011;  
      else if (X == 3)    disp1 = 8'b01001111;  
      else                disp1 = 8'b01100110;  
      if (Y == 0)         disp0 = 8'b00111111;  
      else if (Y == 1)    disp0 = 8'b00000110;  
      else if (Y == 2)    disp0 = 8'b01011011;  
      else if (Y == 3)    disp0 = 8'b01001111;  
      else                disp0 = 8'b01100110;  
      disp3 = 8'b00000000; 
      disp2 = 8'b00000000; 
      led = 8'b00000001;
      if (scoreA == 0)         led = led | 8'b00000000;
      else if (scoreA == 1)    led = led | 8'b00010000;
      else if (scoreA == 2)    led = led | 8'b00100000;
      else                     led = led | 8'b00110000;
      if (scoreB == 0)         led = led | 8'b00000000;
      else if (scoreB == 1)    led = led | 8'b00000100;
      else if (scoreB == 2)    led = led | 8'b00001000;
      else                     led = led | 8'b00001100; 
    end
    B_SINK:
    begin
      disp3 = 8'b00000000;
      disp1 = 8'b01000000;   
      if(scoreA == 0)         disp2 = 8'b00111111;
      else if (scoreA == 1)   disp2 = 8'b00000110;
      else if (scoreA == 2)   disp2 = 8'b01011011;
      else if (scoreA == 3)   disp2 = 8'b01001111;
      else                    disp2 = 8'b01100110;
      if(scoreB == 0)         disp0 = 8'b00111111;
      else if (scoreB == 1)   disp0 = 8'b00000110;
      else if (scoreB == 2)   disp0 = 8'b01011011;
      else if (scoreB == 3)   disp0 = 8'b01001111;
      else                    disp0 = 8'b01100110;
      if (Z)    led = 8'b11111111;
      else      led = 8'b00000000;
    end
    B_WIN:
    begin
      disp3 = 8'b01111100;   
      disp1 = 8'b01000000;   
      if(scoreA == 0)         disp2 = 8'b00111111;
      else if (scoreA == 1)   disp2 = 8'b00000110;
      else if (scoreA == 2)   disp2 = 8'b01011011;
      else if (scoreA == 3)   disp2 = 8'b01001111;
      else                    disp2 = 8'b01100110;
      if(scoreB == 0)         disp0 = 8'b00111111;
      else if (scoreB == 1)   disp0 = 8'b00000110;
      else if (scoreB == 2)   disp0 = 8'b01011011;
      else if (scoreB == 3)   disp0 = 8'b01001111;
      else                    disp0 = 8'b01100110;
      led = 8'b10101010;
    end
    default:
    begin
      disp0 = 8'b00000000;
      disp1 = 8'b00000000;
      disp2 = 8'b00000000;
      disp3 = 8'b00000000;
      led   = 8'b00000000;
    end
  endcase
end
endmodule
module clk_divider (
  input      clk_in     ,
  output reg divided_clk
);
  parameter  toggle_value = 270000;
  reg [24:0] cnt                 ;
  initial begin
    cnt = 0;
    divided_clk = 0;
  end
  always@(posedge clk_in)
    begin
      if (cnt==toggle_value) begin
        cnt         <= 0;
        divided_clk <= ~divided_clk;
      end
      else begin
        cnt         <= cnt +1;
        divided_clk <= divided_clk;
      end
    end
endmodule
module debouncer(
	input 		clk,
	input 		rst,
	input 		noisy_in,  
	output reg 	clean_out  
    );
reg noisy_in_reg;
reg clean_out_tmp1;  
reg clean_out_tmp2;  
reg clean_out_tmp3;  
reg clean_out_tmp4;  
always@(posedge clk or posedge rst)
begin
	if (rst==1'b1) begin
		noisy_in_reg <= 0;
		clean_out_tmp1 <= 0;
		clean_out_tmp2 <= 0;
		clean_out <= 0;
	end
	else begin
		noisy_in_reg <= noisy_in; 
		clean_out_tmp1 <= noisy_in_reg;
		clean_out_tmp2 <= clean_out_tmp1;
        clean_out_tmp3 <= clean_out_tmp2;
        clean_out_tmp4 <= clean_out_tmp3;
		clean_out <= ~clean_out_tmp4 & clean_out_tmp3;  
	end
end
endmodule
module ssd (
    input clk,
    input [7:0] disp0,
    input [7:0] disp1,
    input [7:0] disp2,
    input [7:0] disp3,
    output reg [7:0] seven,
    output reg [3:0] segment
);
    reg [15:0] dispCounter = 0;  
    reg [1:0] index;
    always @(posedge clk) begin
        dispCounter <= dispCounter + 1;
        if (dispCounter == 0) begin
            case (index)
                0: begin
                    seven <= disp0;
                end 
                1: begin
                    seven <= disp1;
                end 
                2: begin
                    seven <= disp2;
                end 
                3: begin
                    seven <= disp3;
                end 
                default: begin
                    seven <= 0;
                end
            endcase
            segment <= 1 << index;
            index <= index + 1;
        end
    end
endmodule
==> results.py <==
# Synthesis and PnR figures
metrics = {
    "route": {
        "drt_wl_total_um": 15130,
        "wl_met2_um": 6979,
        "via_per_inst": 5.610,
        "drtAntennaViolNets": 0,
        "met3WireLength_um": 682,
        "wl_per_cell_um": 16.79,
        "dr_total_vias": 5055,
        "wl_met1_um": 7325,
        "first_pass_iters": 4,
        "top_layer": "met4",
        "drt_first_iter_violations": 309,
        "n_antenna_cell": 0,
        "drc_errors": 0,
    },
    "yosys": {
        "ys_sh_adder_pct": 5.494,
        "muxShareOfSynthArea_pct": 7.850,
        "synthDistinctLibCells": 74,
        "logic_family": "simple AND/OR/NAND/NOR gates",
        "synth_area_sq_um": 7061,
        "syn-instance-count": 706,
        "ys_sh_aoi_pct": 10.54,
        "async_reset_ff_share_pct": 44.76,
        "ff_type": "dfxtp_1",
        "ys_warn_count": 4,
        "ys_area_sq_um": 7061,
        "synth_flop_count": 143,
        "yosysSeqAreaShare_pct": 47.08,
        "yosys.area_share.simple_pct": 18.59,
        "ys_cells": 706,
        "xor_share_pct": 5.086,
        "edf_count": 14,
        "syn_area_per_cell_sq_um": 10.00,
    },
    "sta": {
        "period_needed_ns": 3.140,
        "fmax_ghz": 0.3185,
        "relSlewSlack_pct": 41.19,
        "setup_tns_ns": 0,
        "post-route-period-util_pct": 54.13,
        "hold_viol_final": 0,
        "worst_slew_pin_slew_ns": 0.8822,
        "untimed_endpoints": 96,
        "slew_violations": 0,
        "rsz0062_at_grt": "no",
        "skew_ns": 0.008113,
        "unclocked_pins": 88,
        "whs_ns": 0.4357,
        "setup-violations-final": 0,
    },
    "worst_setup_path": {
        "crit_path_start_kind": "input port",
        "path_buffers": 3,
        "crit_family": "buffers and inverters",
        "worstPathCellList": "clkdlybuf4s50_1, buf_4, inv_1, ha_1, o21ai_0, a21boi_1, a2111oi_0, a21oi_1",
        "critPathKind": "input port to register",
        "crit_arrival_ns": 3.17,
        "slowest_stage": "clkdlybuf4s50_1",
        "required_ns": 5.83,
        "slowest_delay_ns": 0.46,
        "crit_fanout": 23,
        "crit_path_end_kind": "register",
    },
    "clocking": {
        "cts_resized": 0,
        "post_cts_buffers": 0,
        "cts_hold_buf": 0,
        "clock.latency.late_pin_ns": 0.29,
        "clk_transition_reported_paths_ns": 0.08,
        "clock-root-buffer": "clkbuf_16",
        "cts_inserted_buffers": 5,
        "cts_tree": "built",
        "clock_path_buffers": 2,
        "htree_levels": 2,
    },
    "grt": {
        "gr-total-overflow": 0,
        "grt_pass1_vias": 4797,
        "grt_max_degree": 90,
        "antenna_found_initial": 0,
        "grt_first_pass_wirelength_um": 25000,
        "grt_usage_pct": 22.69,
    },
    "power_and_ir_drop": {
        "ir_drop_mv": 0.1350,
        "total_leakage_power_nw": 3.363,
        "power_density_nw_per_um2": 96.96,
    },
    "place": {
        "io_buffers": 27,
        "post-dp-hpwl_um": 11200,
        "place.gp.congestion": 0.8896,
    },
    "floorplanning": {
        "io-pin-count": 29,
        "fp-row-count": 43,
        "die_h_um": 120.8,
        "die_x_um": 120.8,
        "core_region_area_sq_um": 13830,
        "dieArea_sq_um": 14600,
        "fp-utilization_pct": 51.06,
    },
    "final_layout": {
        "final_cell_mix": "dfxtp_1, dfrtp_1, nor2_1",
        "drive_gt1_share_pct": 4.993,
        "synthToLayoutAreaGrowth_pct": 7.638,
        "fillers": 1213,
        "utilization_pct": 54.96,
        "lay_top_count": "dfxtp_1",
    },
    "status": {
        "outcome": "completed",
    },
    "flow_run": {
        "tool_warnings": 44,
        "max-cap-violations": 0,
    },
    "hold_path": {
        "hp-class": "register to register",
    },
}
-- stage by stage --
stage	instance area (sq um)	cells	power, mW	worst slack, ns
floorplan	7061	706	0.4249	3.127
CTS	7600	901	0.7468	2.686
finish	7600	901	0.7369	2.660
global route	7600	901	0.7628	2.603
global placement	7452	893	0.4380	2.414
detailed placement	7452	893	0.4386	2.369
-- final timing paths --
check | startpoint | endpoint | slack (ns) | cells after the start
setup / recovery | sw[2] | mySSD.seven[4]$_DFFE_PN_ | 2.66 | 8
hold / removal | mySSD.dispCounter[0]$_DFF_P_ | mySSD.dispCounter[0]$_DFF_P_ | 0.44 | 1
setup reg to reg | clk_div_inst.cnt[0]$_SDFF_PN0_ | clk_div_inst.divided_clk$_DFFE_PN_ | 3.82 | 5
hold reg to reg | mySSD.dispCounter[0]$_DFF_P_ | mySSD.dispCounter[0]$_DFF_P_ | 0.44 | 1
-- cell families (layout without fill, tap and decap cells) --
| logic type | Yosys count | count (layout) |
|---|---|---|
| DFF | 143 | 143 |
| and+or+nand+nor | 242 | 242 |
| xor gates and xnor gates | 41 | 41 |
| buffers and inverters | 87 | 102 |
| muxes | 55 | 55 |
| adders and majority gates | 31 | 31 |
| AOI/OAI and AO/OA | 106 | 106 |
| other | 1 | 1 |
-- Yosys cell counts, types with 3 or more instances --
master | instances | share of area, %
a21o_1 | 3 | 0.32
a21oi_1 | 14 | 0.99
a221oi_1 | 5 | 0.62
a22o_1 | 5 | 0.62
a22oi_1 | 8 | 0.85
a31o_2 | 3 | 0.37
and2_1 | 10 | 0.89
and3_1 | 11 | 0.97
and4_1 | 4 | 0.50
buf_4 | 3 | 0.32
buf_6 | 4 | 0.64
clkbuf_1 | 14 | 0.74
dfrtp_1 | 63 | 22
dfxtp_1 | 65 | 18
edfxtp_1 | 14 | 6.0
ha_1 | 31 | 5.5
inv_1 | 61 | 3.2
mux2_1 | 3 | 0.48
mux2i_1 | 52 | 7.4
nand2_1 | 42 | 2.2
nand3_1 | 25 | 1.8
nand4_1 | 34 | 3.0
nand4b_1 | 6 | 0.74
nor2_1 | 61 | 3.2
nor2b_1 | 12 | 1.1
nor3_1 | 10 | 0.71
nor4_1 | 5 | 0.44
nor4b_1 | 5 | 0.62
o211ai_1 | 3 | 0.32
o21ai_0 | 27 | 1.9
o21bai_1 | 3 | 0.32
o22ai_1 | 4 | 0.35
o2bb2ai_1 | 3 | 0.37
o31ai_1 | 5 | 0.53
xnor2_1 | 26 | 3.2
xor2_1 | 15 | 1.9
-- area by class of cell --
class	count	area, sq um	area share, %
Inverter	62	232.7	3.062
Clock inverter	3	22.52	0.2963
Sequential cell	143	3324	43.74
Multi-Input combinational cell	476	3362	44.24
Tap cell	180	225.2	2.963
Clock buffer	5	125.1	1.646
Timing Repair Buffer	32	307.8	4.050
-- metal layers --
| metal | vias up | track usage, % |
|---|---|---|
| met5 | - | 0 |
| met4 | 0 | 1.852 |
| met3 | 12 | 3.324 |
| met2 | 96 | 35.07 |
| met1 | 2437 | 36.86 |
| li1 | 2510 | - |
-- power by group --
part           total (mW)  switching (mW)  internal, mW  leakage (nW)
sequential          0.391               0         0.391          1.28
combinational      0.0393          0.0237        0.0156          2.01
clock               0.307           0.144         0.163        0.0760
No activity file was given, so power comes from the tool's default toggle rates.
